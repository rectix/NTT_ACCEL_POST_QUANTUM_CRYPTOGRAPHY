[design/flow/config.mk]
export PLATFORM = sky130hd
export DESIGN_NAME = mul
export DESIGN_NICKNAME = mul
export VERILOG_FILES = /design/flow/design.v
export SDC_FILE = /design/flow/constraint.sdc
export NUM_CORES = 4
export LEC_CHECK = 1
export CORE_UTILIZATION = 50
[design/flow/constraint.sdc]
current_design mul

set clk_period 9.1
set clk_io_pct 0.2

create_clock -name clk0 -period $clk_period [get_ports {clock_i}]

set non_clock_inputs [all_inputs -no_clocks]
set_input_delay [expr $clk_period * $clk_io_pct] -clock clk0 $non_clock_inputs
set_output_delay [expr $clk_period * $clk_io_pct] -clock clk0 [all_outputs]
[design/flow/design.v]
`timescale 1ns / 1ps
module mul#(
                    parameter WIDTH    = 12,
                    parameter STAGE1  = 3'b001,
                    parameter STAGE2  = 3'b010,
                    parameter END  = 3'b011
)(
    input wire          clock_i,
    input wire          nreset_i,
    input wire [11:0]   a_i,
    input wire  [11:0]  b_i,
    output wire [23:0]  res_o
    );
    reg [2:0]    futur;
    integer      shift;
    reg [23:0]  prod;
    assign res_o = prod;
 always@(posedge clock_i or negedge nreset_i) begin   
    if(!nreset_i)  begin 
        prod      <= 0; 
        futur     <= STAGE1 ; 
        shift     <=  0;
    end else  begin
    case(futur)
    STAGE1: begin
    if((b_i >> shift) == 0) begin futur <= END;  end 
    else begin
    if((b_i >> shift) & 1) begin  prod <= prod + (a_i << shift);  end
    end
     shift <= shift + 1;  
     futur <= STAGE1;
    end 
    END: begin 
    end 
   default : prod <= b_i;    
  endcase 
  end 
  end 
endmodule
[design/flow/run.sh]
#!/bin/bash
# OpenROAD 26Q1-2900-gdf79404cd8, Yosys 0.63+post, stock flow scripts
make -C /OpenROAD-flow-scripts/flow DESIGN_CONFIG=/design/flow/config.mk WORK_HOME=/design/flow/orfs finish
==> impl_metrics.json <==
{
  "synth-area-yosys_um2": 4370,
  "antenna_found_initial": 0,
  "grt_start_max_net_pins": 57,
  "clk_transition_reported_paths_ns": 0.11,
  "synthFlopType": "dfrtp_1",
  "post-place-ws_ns": 3.55,
  "ff_to_ff_end": "prod[23]$_DFFE_PN0P_",
  "reg2reg_depth": 15,
  "place.gp.congestion": 0.909,
  "antenna_cells": 0,
  "hp-class": "register to register",
  "netlist_area_um2": 4370,
  "die.size.x_um": 95.5,
  "postCtsSetupRepairBufs": 0,
  "synth_async_sr_flop_share_pct": 100,
  "placed_area_um2": 4890,
  "critPathArrivalTime_ns": 5.60,
  "tritoncts": "built",
  "antenna_violating_nets_left": 0,
  "cts_resized": 0,
  "first_pass_grt_wire_length_mm": 16.9,
  "reg2reg_setup_slack_ns": 4.53,
  "drc": 0,
  "crit_path_start_kind": "input pin",
  "yosysSeqAreaShare_pct": 32.1,
  "static-leakage-power_uw": 0.00224,
  "final.setup.tns_ns": 0,
  "enable_flop_cells": 0,
  "worst_setup_path_end_kind": "register",
  "dpl.hpwl_mm": 7.34,
  "finalSetupViolations": 0,
  "outcome": "complete, no violations",
  "floorplan.initialDensity_pct": 52.4,
  "rsz0062_at_grt": "no",
  "timing.fmax_mhz": 187,
  "final.min_clock_period_ns": 5.33,
  "worstMarginPinSlew_ns": 0.713,
  "gr-total-overflow": 0,
  "portBuffers": 49,
  "route.vias.total": 3683,
  "grt_usage_pct": 24.3,
  "required_worst_endpoint_ns": 9.37,
  "drv_slew": 0,
  "finalInstanceArea_um2": 5000,
  "skew_ns": 0.0134,
  "io-pin-count": 50,
  "area_growth_from_synthesis_to_final_layout_pct": 14.5,
  "grt_pass1_vias": 3429,
  "stage_log_warnings": 26,
  "ys_cells": 495,
  "coreArea_um2": 8340,
  "worst-path-max-fanout": 5,
  "min_period_over_period_pct": 58.6,
  "avgViaCountPerCell": 5.76,
  "share_of_the_synthesized_area_in_the_top_cell_type_pct": 32.1,
  "ctsLongestPathBuffers": 2,
  "syn-mean-instance-area_um2": 8.83,
  "rows": 33,
  "finalHoldViolCount": 0,
  "htree_levels": 2,
  "timing.hold.worst_path_depth": 1,
  "worstSetupPathType": "input pin to register",
  "synthCells": 495,
  "endpoint_with_the_worst_hold_slack": "shift[31]$_DFF_PN0_",
  "r2r-start": "shift[16]$_DFF_PN0_",
  "ir_worst_vdd_mv": 0.0806,
  "detail_route.first_pass.iterations": 4,
  "drt_iter0_markers": 245,
  "remaining_max_slew_budget_at_the_tightest_pin_pct": 52.5,
  "hp_start": "shift[31]$_DFF_PN0_",
  "power_per_cell_area_nw_per_um2": 149,
  "postSynthRegisterBits": 56,
  "finalCoreUtilization_pct": 60.0,
  "synthesis.yosys.warnings": 1,
  "synthDistinctLibCells": 58,
  "maxCapViolCount": 0,
  "post_cts_hold_buffer_count": 0,
  "chip_area_um2": 9120,
  "post-synth-top-area-cell": "dfrtp_1",
  "area_leaders": "dfrtp_1 32%, ha_1 6.9%, xnor2_1 5.6%",
  "final_critical_path_setup_slack_ns": 3.77,
  "total_power_consumption_uw": 745,
  "cts.sink_count": 56,
  "final_layout_size_suffix_gt1_share_pct": 6.93,
  "cts_root_buf": "clkbuf_8",
  "die_y_um": 95.5,
  "wl_mm": 10.1,
  "clkLatencyLatePin_ns": 0.32,
  "routed_wire_length_per_instance_um": 15.7,
  "cts_buffers": 5
}
## how the worst max path moves through the flow
stage	from	to	slack [ns]	depth (start not counted)
finish	a_i[3]	prod[23]$_DFFE_PN0P_	3.77	15
global route	a_i[3]	prod[23]$_DFFE_PN0P_	3.57	15
CTS	a_i[3]	prod[23]$_DFFE_PN0P_	3.84	15
## cells in the mapped netlist (all sizes together), types with 2 or more instances
master and n:
or2 3, mux4 6, xor2 18, and2 6, and3 9, nor4 13, a211oi 8, a21o 11
nand2 58, buf 13, dfrtp 56, o31ai 4, ha 24, o32a 2, nand3 24, a311oi 2
mux2 5, inv 10, a21oi 29, mux2i 16, clkbuf 10, o21bai 3, a31oi 5, o21a 4
nand4 11, xnor2 28, nor2 42, nor3 21, a211o 4, a2111oi 2, o21ai 27, nand2b 3
nor2b 3, or3 2
## cell type report
type	count	area, µm²
fill	733	3340
multi-input combinational	406	2800
sequential	56	1400
timing repair buffer	54	523
tap	105	131
clock buffer	6	72.6
clock inverter	2	38.8
inverter	10	37.5
## state kept, by name (all words and copies together), names as in the netlist
register,flops
shift,32
prod,24
## per-layer routing
layer	track usage, %	share of wire, %	vias up
met5	0	0	-
met3	2.51	5.5	8
met1	43.7	55	1682
met2	33.2	38	108
met4	1.74	0.91	0
li1	-	-	1885
## power by group
group	internal, µW	total [µW]	switching [µW]	leakage [µW]
Clock	83.4	169	85.7	0.0000558
Combinational	145	251	105	0.00145
Sequential	288	325	37.5	0.000733
## worst max-delay path: stages
cell and delay, ns:
clkdlybuf4s50_1 0.46, mux4_2 0.50, and2_1 0.18, a21boi_0 0.23, nor2_1 0.06, a31oi_1 0.18
nor2_1 0.10, ha_1 0.38, and3_1 0.25, nor3b_1 0.35, nor4_4 0.12, a211o_1 0.34
a2111oi_0 0.44, nor4_1 0.11, nand2_1 0.07
## logic make-up (layout without fill, tap and decap cells)
family                   after synthesis  after routing  share of synthesized area, %
adder cells (fa/ha/maj)               25             25                          7.33
multiplexers                          27             27                          8.04
AND-OR/OR-AND                        109            109                          16.5
flip-flops                            56             56                          32.1
AND/OR/NAND/NOR                      199            199                          22.9
buffers and inverters                 33             72                          3.92
XOR/XNOR                              46             46                          9.22
## through the flow
stage / hold WS (ns) / instances
after floorplan: 0.447 / 495
after global placement: 0.465 / 631
after detailed placement: 0.475 / 631
after CTS: 0.489 / 639
after global routing: 0.501 / 639
final: 0.487 / 639
## layout by cell type, fill, tap and decap left out, types with 3 or more instances in the layout
| cell type | instances |
|---|---|
| clkbuf_8 | 5 |
| o21bai_1 | 3 |
| mux2_2 | 5 |
| o21a_1 | 4 |
| nand4_1 | 11 |
| a31oi_1 | 5 |
| mux4_2 | 6 |
| nor2_1 | 41 |
| a211oi_1 | 7 |
| o31ai_2 | 3 |
| and2_1 | 6 |
| a21o_1 | 11 |
| a21oi_1 | 29 |
| o21ai_0 | 25 |
| nand3_1 | 24 |
| buf_4 | 5 |
| nand2b_1 | 3 |
| and3_1 | 9 |
| nor4_1 | 9 |
| nand2_1 | 58 |
| ha_1 | 24 |
| nor2b_1 | 3 |
| inv_1 | 10 |
| mux2i_1 | 16 |
| nor3_1 | 21 |
| dfrtp_1 | 56 |
| clkdlybuf4s50_1 | 48 |
| xnor2_1 | 28 |
| xor2_1 | 18 |
| a211o_1 | 4 |
Power figures rest on the tool's default switching activity, not on a simulated workload.
