File: flow/config.mk
export PLATFORM = sky130hd
export DESIGN_NAME = mod
export DESIGN_NICKNAME = mod
export VERILOG_FILES = /design/flow/design.v
export SDC_FILE = /design/flow/constraint.sdc
export NUM_CORES = 4
export LEC_CHECK = 1
export CORE_UTILIZATION = 40
File: flow/constraint.sdc
current_design mod

set clk_period 5.8
set clk_io_pct 0.2

create_clock -name clk0 -period $clk_period [get_ports {clock_i}]

set non_clock_inputs [all_inputs -no_clocks]
set_input_delay [expr $clk_period * $clk_io_pct] -clock clk0 $non_clock_inputs
set_output_delay [expr $clk_period * $clk_io_pct] -clock clk0 [all_outputs]
File: flow/design.v
`timescale 1ns / 1ps
module mod#(
                    parameter WIDTH    = 12,
                    parameter STAGE1  = 3'b000,
                    parameter STAGE2  = 3'b001,
                    parameter END  = 3'b010
)(
    input        clock_i,
    input        nreset_i,
    input [11:0] a_i,
    input [11:0] q_i,
    output [11:0] amodq_o
    );
    reg      [11:0]     result_reg , out_reg, tmp;
    integer             count;
    reg      [2:0]      futur;
    assign  amodq_o = out_reg;
    always@(posedge clock_i or negedge nreset_i ) 
    begin
    if(!nreset_i)  begin 
        result_reg      <= 0; 
        out_reg         <= 0; 
        tmp             <= 0; 
        count           <= 0;
        futur           <= STAGE1 ; 
    end else  begin
    case(futur)
    STAGE1: begin
       if(a_i < q_i) begin out_reg <= a_i; futur <= END; end
       else begin
       result_reg <= tmp;
       tmp         <=       tmp + q_i; 
       count       <=       count + 1 ;  
       futur       <=       STAGE2; 
        end 
        end 
    STAGE2: begin
        if(tmp < a_i) begin futur <= STAGE1; end 
        else begin out_reg <=a_i-result_reg ;  futur <= END; end 
    end 
    END: begin
    end 
    default : result_reg <= a_i;    
  endcase 
  end 
  end 
endmodule
File: flow/run.sh
#!/bin/bash
# OpenROAD 26Q1-2900-gdf79404cd8, Yosys 0.63+post, stock flow scripts
make -C /OpenROAD-flow-scripts/flow DESIGN_CONFIG=/design/flow/config.mk WORK_HOME=/design/flow/orfs finish
==> CHANGELOG.md <==
### Metrics

* Result of the run: finished, final reports clean
* Final antenna diode count at 0
* Startpoint Class: primary input
* Via count of the first global-routing pass at 2472
* Path category of the worst min-delay check: register to register
* Cell-by-cell listing of the critical path: clkdlybuf4s50_1 > inv_1 > ha_1 > nand2_1 > nor3_1 > a21oi_1 > o21ai_2 > nand2_2 > nand2_4 > mux2_2
* DRC errors left at 0
* Final setup TNS at 0 ns
* I/O pin cnt at 38
* Critical path fanouts, max at 24
* Distinct lib cells at 51
* Flops out of synthesis at 39
* Period Utilization, post-route at 0.627
* Via total after detailed routing at 2590
* Number of filler cells placed in the layout at 739
* Worst Path Class, Setup: primary input to register
* Buffers from clock root to sink, at most at 2
* Routed wire per std cell at 13.5 um
* Min Clock Period, post-route at 3.64 ns
* CTS root buf: sky130_fd_sc_hd__clkbuf_8
* Number of antenna violations at the first check in global routing at 0
* Number of enable flip-flop cells at 0
* Worst slew margin at 0.519
* FMAX at 0.275 GHz
* Area growth from synthesis to layout at 17.5%
* Actual slew at the worst max-slew pin at 0.716 ns
* Number of hold buffers added after CTS at 0
* Remaining antenna violation count at 0
* Clock-pin slew reported for the worst setup and hold paths after clock tree synthesis at 0.08 ns
* Y dimension of the die at 92.3 um
* Share of layout cells above drive strength 1 at 0.0688
* Number of cells in the yosys synthesis report at 367
* Gates resized, CTS repair at 0
* Pre-Place Util at 0.418
* RSZ-0062 raised after global routing: no
* Total CTS buffers at 5
* Placed wire-length estimate after detailed placement at 5.45 mm
* Maximum level of the CTS H-tree at 2
* Chip area line of the yosys report at 3260 um2
* Multi-input gate area at 2080 um2
* Pin count of the biggest net entering global routing at 40
* Part of the Yosys area used for sequential elements at 0.299
* Worst supply voltage drop on vdd at 75.5 uV
* Port Buffer Count at 37
* Cell with the largest stage delay on the worst path: sky130_fd_sc_hd__clkdlybuf4s50_1
* Rows at 32
* Worst EP arrival at 3.82 ns
* Total tool warning count at 25
* Most used flip-flop cell after synthesis: sky130_fd_sc_hd__dfrtp_1
* PD cells at 192 nW/um2
* Insertion delay to the later sink of the worst-skew pair at 0.29 ns
* Register area at 977 um2
* Worst path required time at 5.98 ns
* P_leak at 1.81 nW
* Number of clock sinks at 39
* Biggest cell delay along the critical path at 0.49 ns
* Post-Synthesis Cells at 367
* Syn Std Cell Area at 3260 um2
* Final setup skew at 0.00341 ns
* Total gr overflow at 0
* Violation count after the first detailed-routing iteration at 106
* Global-route wire length before repair at 12.0 mm
* Final setup violation count at 0
* Number of max-slew violations in the final report at 0
* Buffers inserted during post-CTS setup optimization at 0
* Ys async rst share at 1.00
* Per-instance average area after synthesis at 8.89 um2
* Total Routed Length at 6.86 mm
* Placeable Area at 7810 um2
* GRT Util Overall at 0.179
* Final Wtd Congestion at 0.806
* Area of the die at 8520 um2
* Post-detailed-route via-to-cell ratio at 5.09
* Yosys warning count at 1
* Number of violations of the max-capacitance limit at 0
* CTS tree: done
* Post-Route Utilization at 0.491
* Die outline width at 92.3 um
* Final tally of hold violations at 0
* Number of optimization iterations in the first detailed-route pass at 4
* Worst Setup End Kind: register
logic make-up (layout without fill, tap and decap cells):
logic type | after synthesis | count (layout) | synth area share
buffers and inverters | 51 | 91 | 0.0629
adder cells (fa/ha/maj) | 46 | 46 | 0.181
flip-flops | 39 | 39 | 0.299
AND-OR/OR-AND | 104 | 104 | 0.206
AND/OR/NAND/NOR | 84 | 84 | 0.122
multiplexers | 26 | 26 | 0.0836
XOR/XNOR | 17 | 17 | 0.0456
power by group:
group	switching [W]	total, W	internal [W]
Sequential	0.0000102	0.000302	0.000292
Combinational	0.000124	0.000230	0.000106
Clock	0.0000967	0.000205	0.000109
Total	0.000231	0.000737	0.000506
critical path, delay by kind of cell:
kind | cells | cell delay, ns
and+or+nand+nor | 4 | 0.94
adders and majority gates | 1 | 0.30
muxes | 1 | 0.35
AOI/OAI and AO/OA | 2 | 0.49
buffers and inverters | 2 | 0.57
per-layer routing:
layer	track usage	part of all wire	up-vias
li1	-	-	1374
met1	0.292	0.53	1178
met2	0.272	0.43	32
met3	0.0217	0.027	6
met4	0.0143	0.011	0
met5	0	0	-
area by class of cell:
class	instances	share of cell area
multi-input combinational	277	0.543
sequential	39	0.255
timing repair buffer	40	0.101
inverter	43	0.0421
tap	102	0.0333
clock buffer	8	0.0261
per-stage QoR:
| step | worst slack, ns | hold slack, ns | power [W] | instances | area [um2] |
|---|---|---|---|---|---|
| global placement | 1.87 | 0.463 | 0.000535 | 501 | 3730 |
| finish | 2.16 | 0.477 | 0.000737 | 509 | 3830 |
| CTS | 2.17 | 0.479 | 0.000745 | 509 | 3830 |
| detailed placement | 1.87 | 0.460 | 0.000537 | 501 | 3730 |
| global route | 1.92 | 0.502 | 0.000792 | 509 | 3830 |
| floorplan | 2.61 | 0.439 | 0.000467 | 367 | 3260 |
synth_stat cells (all sizes together) (3+ instances only):
library cell	number	area, um2
a31oi	3	18.8
dfrtp	38	951
o31ai	5	37.5
ha	44	551
a211oi	5	42.5
nand4	3	18.8
nor2b	4	25.0
nand2b	6	37.5
a21oi	24	128
a21o	9	67.6
nand2	36	145
inv	43	161
mux2i	16	160
buf	6	36.3
xor2	7	61.3
o22ai	3	18.8
xnor2	10	87.6
mux2	10	113
nor3	6	30.0
nor2	18	67.6
o21ai	42	214
path summary, 6_finish.rpt:
check	depth (start not counted)	end	startpoint	slack [ns]
hold reg to reg	1	futur[1]	futur[1]	0.48
setup reg to reg	10	out_reg[8]	result_reg[0]	3.30
min in group asynchronous	2	tmp[1]	nreset_i	0.92
setup / recovery	10	out_reg[8]	q_i[7]	2.16
max in group asynchronous	2	futur[0]	nreset_i	4.53
hold / removal	1	futur[1]	futur[1]	0.48
placed cells by master (no fill, tap or decap), types with 3 or more instances in the layout:
| master | instances |
|---|---|
| sky130_fd_sc_hd__inv_1 | 43 |
| sky130_fd_sc_hd__mux2i_1 | 16 |
| sky130_fd_sc_hd__clkdlybuf4s50_1 | 36 |
| sky130_fd_sc_hd__buf_4 | 3 |
| sky130_fd_sc_hd__o31ai_1 | 5 |
| sky130_fd_sc_hd__mux2_1 | 6 |
| sky130_fd_sc_hd__a21oi_1 | 22 |
| sky130_fd_sc_hd__ha_1 | 44 |
| sky130_fd_sc_hd__nand2_1 | 34 |
| sky130_fd_sc_hd__a211oi_1 | 4 |
| sky130_fd_sc_hd__nor3_1 | 6 |
| sky130_fd_sc_hd__xor2_1 | 7 |
| sky130_fd_sc_hd__dfrtp_1 | 38 |
| sky130_fd_sc_hd__xnor2_1 | 10 |
| sky130_fd_sc_hd__nor2b_1 | 4 |
| sky130_fd_sc_hd__clkbuf_8 | 7 |
| sky130_fd_sc_hd__a21o_1 | 9 |
| sky130_fd_sc_hd__nand4_1 | 3 |
| sky130_fd_sc_hd__nand2b_1 | 6 |
| sky130_fd_sc_hd__o21ai_1 | 6 |
| sky130_fd_sc_hd__o22ai_1 | 3 |
| sky130_fd_sc_hd__mux2_2 | 4 |
| sky130_fd_sc_hd__nor2_1 | 18 |
| sky130_fd_sc_hd__o21ai_0 | 35 |
| sky130_fd_sc_hd__a31oi_1 | 3 |
Power figures rest on the tool's default switching activity, not on a simulated workload.
