==> ./design.v <==
`timescale 1ns / 1ps
module modulo_12b #(parameter WIDTH  =12 ,
                    parameter STAGE1  = 1'b0,
                    parameter STAGE2  = 1'b1
)(
    input wire clock_i,
    input wire nreset_i,
    input       wire  [WIDTH-1:0] q_i,
    input       wire  [WIDTH-1:0] a_i,
    output      wire  [WIDTH-1:0] res_o
    );
    reg   futur;
    reg [WIDTH-1:0]  k_shift;  
    reg [WIDTH-1:0]  a_rg   ;
    assign res_o = a_rg;
    always@(posedge clock_i or negedge nreset_i ) 
    begin
    if(!nreset_i)  begin 
        a_rg        <= {WIDTH{1'b0}};
        k_shift     <= {WIDTH{1'b0}};
        futur       <= STAGE1 ; 
    end else  begin
    case(futur)
    STAGE1: begin
        k_shift     <=  k_shift  + 1'b1; 
        futur  <= STAGE2; 
        end 
    STAGE2 : begin
        a_rg <= a_i - (q_i << (k_shift >> 1)) - q_i;  
        if(a_rg  > q_i ) begin  futur  <=  STAGE1;  end
        end 
    default: a_rg <= a_i;
    endcase
    end   
    end  
endmodule
==> ./run.sh <==
#!/bin/bash
# OpenROAD 26Q1-2900-gdf79404cd8, Yosys 0.63+post, stock flow scripts
make -C /OpenROAD-flow-scripts/flow DESIGN_CONFIG=/design/flow/config.mk WORK_HOME=/design/flow/orfs finish
==> ./config.mk <==
export PLATFORM = sky130hd
export DESIGN_NAME = modulo_12b
export DESIGN_NICKNAME = modulo_12b
export VERILOG_FILES = /design/flow/design.v
export SDC_FILE = /design/flow/constraint.sdc
export NUM_CORES = 4
export LEC_CHECK = 1
export CORE_UTILIZATION = 30
==> ./constraint.sdc <==
current_design modulo_12b

set clk_period 10.9
set clk_io_pct 0.2

create_clock -name clk0 -period $clk_period [get_ports {clock_i}]

set non_clock_inputs [all_inputs -no_clocks]
set_input_delay [expr $clk_period * $clk_io_pct] -clock clk0 $non_clock_inputs
set_output_delay [expr $clk_period * $clk_io_pct] -clock clk0 [all_outputs]
==> out/qor_table.md <==
| Stage | Parameter | This run |
|---|---|---|
| status | Run status | finished clean |
| sta | Slew at the pin closest to its max-slew limit | 687.2 ps |
| synthesis | Flip-flops with a built-in enable | 0 |
| power | Sw frac | 46.33% |
| synthesis | Ranking of synthesized cells by instance count | sky130_fd_sc_hd__ha_1, sky130_fd_sc_hd__dfrtp_1, sky130_fd_sc_hd__inv_1, sky130_fd_sc_hd__nand2_1, sky130_fd_sc_hd__nor2_1 |
| setup path | Type of the worst setup path | in -> reg |
| power | Switching power | 0.4924 mW |
| run | Number of maximum-capacitance violations | 0 |
| synthesis | Mean Syn Cell Area | 9.140 um2 |
| clocking | CTS tree | done |
| synthesis | Ys flop type | sky130_fd_sc_hd__dfrtp_1 |
| clocking | Clock slew at reported path FFs | 100 ps |
| synthesis | Yosys cell count | 295 |
| final layout | Share of final-layout standard cells stronger than drive strength 1 | 6.769% |
| clocking | Post-CTS Repair Setup Buffers | 0 |
| synthesis | Count of yosys warnings during synthesis | 1 |
| setup path | Logic depth of the worst register-to-register path | 12 |
| hold path | Class of the worst hold path | reg -> reg |
| die | Row count | 34 |
| route | Number of diodes added for antenna fixing | 0 |
| sta | Worst slew margin | 54.19% |
| die | X dimension of the die | 96.81 um |
| die | Y dimension of the die | 96.81 um |
| synthesis | Post-synth area hogs | sky130_fd_sc_hd__dfrtp_1, sky130_fd_sc_hd__ha_1, sky130_fd_sc_hd__fa_1 |
| sta | Setup repair after global routing missed its margin | false |
| power | PD cells | 331.0 mW/mm2 |
| synthesis | Async set-or-reset flop fraction in the synthesized netlist | 100.0% |
| die | Effective utilization at floorplan | 30.92% |
| global route | Pin count of the biggest net entering global routing | 26 |
| placed design | HPWL after detailed placement | 5254 um |
| sta | Setup-failing EPs final | 0 |
| synthesis | Flops out of synthesis | 25 |
| synthesis | Count of different cell masters after synthesis | 55 |
| sta | Period Utilization, post-route | 51.86% |
| route | Number of vias in the routed layout | 2,269 |
| route | Average wire per cell in the routed design | 15.17 um |
| setup path | Crit path required time | 11,070 ps |
| clocking | Number of sinks on the clock net | 25 |
| sta | Final Hold Violating Endpoints | 0 |
| global route | First-pass GRT wire length | 10,960 um |
| run | OpenROAD warning count | 26 |
| sta | Max frequency | 0.1769 GHz |
| route | Drc violations | 0 |
| setup path | Slowest cell on crit path | sky130_fd_sc_hd__a2111oi_0 |
| setup path | CP Cell Sequence | clkdlybuf4s50_1 > inv_1 > nor4_1 > nand2_1 > fa_1 > fa_1 > a21o_1 > a21o_1 > a2111oi_0 > o21bai_1 > mux2i_1 > a211o_1 |
| synthesis | Yosys top cell by instances | sky130_fd_sc_hd__ha_1 |
| clocking | Maximum buffer depth of the clock tree | 2 |
| setup path | Reg-to-Reg Start | k_shift[10] |
| setup path | Delay contributed by the slowest stage of the critical path | 600 ps |
| die | DIE AREA | 0.009371 mm2 |
| setup path | CP top delay family | AND-OR/OR-AND gates |
| clocking | Hold buffer count at CTS | 0 |
| power | Leak pwr | 1.420 nW |
| synthesis | Part of the Yosys area used for sequential elements | 23.20% |
| sta | Worst setup skew after layout | 7.248 ps |
| power | Register share of total power | 18.2% |
| sta | Setup total negative slack | 0 ps |
| power | Highest ir drop seen on vdd | 152.7 uV |
| hold path | Worst Hold Endpoint | k_shift[11] |
| clocking | Master cell of the clock root buffer | sky130_fd_sc_hd__clkbuf_8 |
| route | Routed wire length | 6570 um |
| global route | Number of antenna violations at the first check in global routing | 0 |
| die | Count of boundary I/O pins | 38 |
| route | Number of vias per cell | 5.240 |
| synthesis | Yosys chip area | 0.002696 mm2 |
| setup path | Largest fanout on the critical path | 5 |
| global route | Vias in the first global route | 2,200 |
| clocking | Insertion delay to the later sink of the worst-skew pair | 280 ps |
| sta | Final Max-Slew Violation Tally | 0 |
| power | Clock network power share | 5.6% |
| placed design | Inst Count DP | 429 |
| placed design | Number of port buffers | 37 |
| global route | Total global routing overflow | 0 |
| final layout | Count of placed standard cells in the final layout, fillers left out | 433 |
| placed design | Gpl congestion | 0.8594 |
| setup path | Worst endpoint data arrival time | 5820 ps |
| setup path | Crit path capture type | flop |
| setup path | Destination of the worst register-to-register timing path | a_rg[10] |
| clocking | Total clock buffers created by CTS | 3 |
| setup path | Worst-case register-to-register setup slack | 6740 ps |
| route | Number of iterations in the first detailed-routing pass | 4 |
| die | CORE AREA | 0.008721 mm2 |
| synthesis | Post-synthesis instance area | 0.002696 mm2 |
| clocking | H-tree lvl count | 1 |
| global route | Total GRT Usage | 14.78% |
| synthesis | Syn Inst Count | 295 |
| hold path | Hold_sp | k_shift[11] |
| power | Proportion of power drawn by combinational gates | 76.2% |
| route | Iteration-0 DRC Markers | 123 |
| clocking | Post-cts resize count | 0 |
| setup path | Critical path buffer and inverter count | 2 |
| synthesis | Cell type contributing the most total cell area after synthesis | sky130_fd_sc_hd__dfrtp_1 |
| route | Final antenna-violating net count | 0 |
| hold path | Depth of the worst hold-timing path | 1 |
| final layout | Synthesis-to-layout area growth | 19.07% |
| synthesis | Largest type area fraction | 23.20% |
| setup path | Category of the worst setup path launch point | input port |
| sta | Min Clock Period, post-route | 5652 ps |
| power | Internal Power | 0.5704 mW |
## worst max path at each step
stage,startpoint,endpoint,slack (ps),cells past startpoint
final,q_i[0],a_rg[10],5250,12
after global routing,q_i[0],a_rg[10],5030,12
after CTS,q_i[0],a_rg[10],5240,12
## metal layers
layer  up-vias  GRT usage, %  part of all wire (%)
met4         0         1.493                  0.87
met2        51         22.75                    45
li1       1127             -                     -
met5         -             0                     0
met1      1087         23.57                    51
met3         4         1.765                   3.3
## final cells by class
| cell class | instances | area (um2) |
|---|---|---|
| fillers | 863 | 5510 |
| multi-input cells | 233 | 1922 |
| flip-flops and latches | 25 | 625.6 |
| repair buffers | 40 | 392.9 |
| well taps | 108 | 135.1 |
| inverters | 23 | 86.33 |
| clock buffers | 3 | 41.29 |
| clock inverters | 1 | 7.507 |
## layout by cell type, fill, tap and decap left out, types with 5 or more instances in the layout
cell and n:
sky130_fd_sc_hd__dfrtp_1 25, sky130_fd_sc_hd__inv_1 23, sky130_fd_sc_hd__a21o_1 9, sky130_fd_sc_hd__nand2b_1 7, sky130_fd_sc_hd__a211oi_1 6, sky130_fd_sc_hd__nand2_1 23, sky130_fd_sc_hd__nand3_1 7, sky130_fd_sc_hd__ha_1 26
sky130_fd_sc_hd__mux2_2 5, sky130_fd_sc_hd__xor2_1 6, sky130_fd_sc_hd__mux2i_1 11, sky130_fd_sc_hd__nor2_1 18, sky130_fd_sc_hd__o21ai_1 5, sky130_fd_sc_hd__clkdlybuf4s50_1 37, sky130_fd_sc_hd__nor3_1 5, sky130_fd_sc_hd__mux4_2 5
sky130_fd_sc_hd__o21ai_0 9, sky130_fd_sc_hd__fa_1 11, sky130_fd_sc_hd__a21oi_1 12, sky130_fd_sc_hd__xnor2_1 13
## state kept, by name, indices dropped and copies added (netlist names)
signal,cells
futur,1
a_rg,12
k_shift,12
## metrics by stage
step	util, %	power, mW	setup slack, ps	area, um2	hold slack [ps]
after floorplan	-	0.8095	5849	2696	445.8
after global placement	36.26	1.003	4950	3162	466.2
after detailed placement	36.26	1.003	4943	3162	468.0
after CTS	36.81	1.070	5241	3211	486.6
after global routing	36.81	1.179	5026	3211	513.9
final	36.81	1.063	5248	3211	478.6
## power by group through the flow
stage         Combinational (mW)  Clock [mW]  Sequential [mW]
finish                     0.810      0.0599            0.193
global route               0.911      0.0659            0.202
CTS                        0.813      0.0630            0.194
## kinds of logic after synthesis
family	count (synthesis)	share of synthesized area [%]
AND-OR/OR-AND	69	17.54
flip-flops	25	23.20
XOR/XNOR	19	6.172
buffers and inverters	37	5.522
adder cells (fa/ha/maj)	37	20.23
AND/OR/NAND/NOR	86	16.43
multiplexers	22	10.90
Power is estimated from default activity; no workload was simulated.
